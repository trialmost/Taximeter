### flow/design.v
module DistanCounter(
	motor_cycle,
	rst,
	count
	);
	input motor_cycle,rst;
	output [13:0] count;
	reg [13:0] count;
	always @(posedge motor_cycle or negedge rst)
	begin
		if(!rst) 
			begin
				count<=0;
			end
		else
			begin
				if(count!=9999) 
					begin
						count<=count+1;
					end
				else
					begin
						count<=0;
					end
			end
	end
endmodule
module PriceCounter(
	rst,
	distan_count,
	distan_count_thous,
	distan_count_hundr,
	distan_count_tens,
	distan_count_units,
	price_count_hundr,
	price_count_tens,
	price_count_units
	);
	input rst;
	input [13:0] distan_count;
	wire [6:0] distan_count_thous_hundr;
	wire [6:0] distan_count_tens_units;
	wire [6:0] price_count_hundr_tens;
	output [3:0] distan_count_thous;
	wire [3:0] distan_count_thous;
	output [3:0] distan_count_hundr;
	wire [3:0] distan_count_hundr;
	output [3:0] distan_count_tens;
	wire [3:0] distan_count_tens;
	output [3:0] distan_count_units;
	wire [3:0] distan_count_units;
	wire [6:0] price_count;
	output [3:0] price_count_hundr;
	wire [3:0] price_count_hundr;
	output [3:0] price_count_tens;
	wire [3:0] price_count_tens;
	output [3:0] price_count_units;
	wire [3:0] price_count_units;
	assign distan_count_thous_hundr=distan_count/100;
	assign distan_count_tens_units=distan_count%100;
	assign distan_count_thous=distan_count_thous_hundr/10;
	assign distan_count_hundr=distan_count_thous_hundr%10;
	assign distan_count_tens=distan_count_tens_units/10;
	assign distan_count_units=distan_count_tens_units%10;
	assign price_count=rst?(distan_count_thous>0?((distan_count_thous+2)*10+distan_count_hundr):30):0;
	assign price_count_hundr_tens=price_count/10;
	assign price_count_units=price_count%10;
	assign price_count_hundr=price_count_hundr_tens/10;
	assign price_count_tens=price_count_hundr_tens%10;
endmodule
module Taximeter(
	clk,
	motor_cycle,
	rst,
	tube_11bit
	);
	input clk,motor_cycle,rst;
	wire [3:0] distan_count_thous,
				distan_count_hundr,
				distan_count_tens,
				distan_count_units,
				price_count_hundr,
				price_count_tens,
				price_count_units;
	wire [13:0] distan_count;
	output [10:0] tube_11bit;
	DistanCounter dcnt(
		.motor_cycle(motor_cycle),
		.rst(rst),
		.count(distan_count)
		);
	PriceCounter pcnt(
		.rst(rst),
		.distan_count(distan_count),
		.distan_count_thous(distan_count_thous),
		.distan_count_hundr(distan_count_hundr),
		.distan_count_tens(distan_count_tens),
		.distan_count_units(distan_count_units),
		.price_count_hundr(price_count_hundr),
		.price_count_tens(price_count_tens),
		.price_count_units(price_count_units)
		);
	TubeControl tbctrl(
		.clk(clk),
		.distan_count_thous(distan_count_thous),
		.distan_count_hundr(distan_count_hundr),
		.distan_count_tens(distan_count_tens),
		.distan_count_units(distan_count_units),
		.price_count_hundr(price_count_hundr),
		.price_count_tens(price_count_tens),
		.price_count_units(price_count_units),
		.tube_11bit(tube_11bit)
		);
endmodule
module TubeControl(
	clk,
	distan_count_thous,
	distan_count_hundr,
	distan_count_tens,
	distan_count_units,
	price_count_hundr,
	price_count_tens,
	price_count_units,
	tube_11bit
	);
	input clk;
	input [3:0] distan_count_thous,
				distan_count_hundr,
				distan_count_tens,
				distan_count_units,
				price_count_hundr,
				price_count_tens,
				price_count_units;
	wire [7:0] distan_count_thous_tube,
				distan_count_hundr_tube,
				distan_count_tens_tube,
				distan_count_units_tube,
				price_count_hundr_tube,
				price_count_tens_tube,
				price_count_units_tube;
	output [10:0] tube_11bit;
	reg [10:0] tube_11bit;
	TubeDecoderDecimal tdd_distan_thous(
		.decimal_value(distan_count_thous),
		.tube_value(distan_count_thous_tube)
		);
	TubeDecoder td_distan_hundr(
		.decimal_value(distan_count_hundr),
		.tube_value(distan_count_hundr_tube)
		);
	TubeDecoder td_distan_tens(
		.decimal_value(distan_count_tens),
		.tube_value(distan_count_tens_tube)
		);
	TubeDecoder td_distan_units(
		.decimal_value(distan_count_units),
		.tube_value(distan_count_units_tube)
		);
	TubeDecoder td_price_hundr(
		.decimal_value(price_count_hundr),
		.tube_value(price_count_hundr_tube)
		);
	TubeDecoderDecimal tdd_price_tens(
		.decimal_value(price_count_tens),
		.tube_value(price_count_tens_tube)
		);
	TubeDecoder td_price_units(
		.decimal_value(price_count_units),
		.tube_value(price_count_units_tube)
		);
	always @(posedge clk)
		begin
			if(tube_11bit[10:8]<8) begin
				tube_11bit[10:8]<=tube_11bit[10:8]+1;
			end
			else
				tube_11bit[10:8]<=0;
		end
	always @(tube_11bit[10:8])
		case (tube_11bit[10:8])
			0:tube_11bit[7:0]<=distan_count_thous_tube;
			1:tube_11bit[7:0]<=distan_count_hundr_tube;
			2:tube_11bit[7:0]<=distan_count_tens_tube;
			3:tube_11bit[7:0]<=distan_count_units_tube;
			4:tube_11bit[7:0]<=8'H73;
			5:tube_11bit[7:0]<=price_count_hundr_tube;
			6:tube_11bit[7:0]<=price_count_tens_tube;
			7:tube_11bit[7:0]<=price_count_units_tube;
			default:tube_11bit[7:0]<=8'H3F;
		endcase
endmodule
module TubeDecoder(
	decimal_value,
	tube_value
);
	input [3:0] decimal_value;
	output [7:0] tube_value;
	reg [7:0] tube_value;
	always @(decimal_value)
		begin
		    case(decimal_value)
			     0:tube_value<=8'b00111111;
				 1:tube_value<=8'b00000110;
				 2:tube_value<=8'b01011011;
				 3:tube_value<=8'b01001111;
				 4:tube_value<=8'b01100110;
				 5:tube_value<=8'b01101101;
				 6:tube_value<=8'b01111101;
				 7:tube_value<=8'b00000111;
				 8:tube_value<=8'b01111111;
				 9:tube_value<=8'b01101111;
				 default:tube_value<=8'b00000000;
			endcase
		end
endmodule
module TubeDecoderDecimal(
	decimal_value,
	tube_value
);
	input [3:0] decimal_value;
	output [7:0] tube_value;
	reg [7:0] tube_value;
	always @(decimal_value)
		begin
		    case(decimal_value)
			     0:tube_value<=8'b10111111;
				 1:tube_value<=8'b10000110;
				 2:tube_value<=8'b11011011;
				 3:tube_value<=8'b11001111;
				 4:tube_value<=8'b11100110;
				 5:tube_value<=8'b11101101;
				 6:tube_value<=8'b11111101;
				 7:tube_value<=8'b10000111;
				 8:tube_value<=8'b11111111;
				 9:tube_value<=8'b11101111;
				 default:tube_value<=8'b10000000;
			endcase
		end
endmodule
### flow/run.sh
#!/bin/bash
# OpenROAD 26Q1-2900-gdf79404cd8, Yosys 0.63+post, stock flow scripts
make -C /OpenROAD-flow-scripts/flow DESIGN_CONFIG=/design/flow/config.mk WORK_HOME=/design/flow/orfs finish
### flow/config.mk
export PLATFORM = sky130hd
export DESIGN_NAME = Taximeter
export DESIGN_NICKNAME = Taximeter
export VERILOG_FILES = /design/flow/design.v
export SDC_FILE = /design/flow/constraint.sdc
export NUM_CORES = 4
export LEC_CHECK = 1
export CORE_UTILIZATION = 30
### flow/constraint.sdc
current_design Taximeter

set clk_period 18.9
set clk_io_pct 0.2

create_clock -name clk0 -period $clk_period [get_ports {clk}]
create_clock -name clk1 -period $clk_period [get_ports {motor_cycle}]

set non_clock_inputs [all_inputs -no_clocks]
set_input_delay [expr $clk_period * $clk_io_pct] -clock clk0 $non_clock_inputs
set_output_delay [expr $clk_period * $clk_io_pct] -clock clk0 [all_outputs]
==> impl_metrics.ini <==
; synthesis and place-and-route metrics
[layout]
stdcell_count = 1225
drive_gt1_share_pct = 15.4
regArea_um2 = 413
logic_area_mm2 = 0.00621
final_core_util_pct = 35.1
area_growth_pct = 13.8
nFillCells = 2233

[power_and_ir_drop]
p_leak_nw = 3.06
peakVddDrop_v = 0.0000539
power_density_mw_per_mm2 = 15.9
power_mw = 0.123

[placed_design]
gp_congestion = 0.939
dpl.hpwl_mm = 15.1
portBuffers = 12
post-place-cells = 1207

[sta]
fin_skew_ns = 0.00380
whs_ns = 0.466
setup-violations-final = 0
slew_violations = 0
hold_violations = 0
max-slew-margin-rel_pct = 39.7
tightest_slew_ns = 0.890

[die]
die_y_um = 152
rows = 54
core_mm2 = 0.0220
fp_util_pct = 30.9
die_area_mm2 = 0.0232
pin_count = 14
die_w_um = 152

[clock_network]
clk_pin_slew_ns = 0.04
clock-sinks = 17
cts_tree = done
cts_hold_repair.buffers = 0

[detailed_routing]
via_count = 7374
initialDrtViolationCount = 646
antenna_left = 0
antennaDiodeCount = 0
avgRoutedWirePerCell_um = 16.1
via_per_inst = 6.02
finalWirelength_mm = 19.8
dr.pass1.iters = 4
drc = 0

[critical_path]
path_common_cell = ha_1
worstPathArrival_ns = 14.16
crit_type = reg2out
worst_setup_path_start_kind = flop
critical_path.max_stage_delay_ns = 0.50
critPathMaxFanout = 15
critPathRequiredTime_ns = 15.12
crit_slowest_cell = dfrtp_2
end_kind = output pin

[synthesis]
netlist_area_mm2 = 0.00678
async_flop_share_pct = 82.4
edf_count = 0
ys.warnings.count = 4
ff_type = dfrtp_1
yosys_area_mm2 = 0.00678
synth_top_cell_by_count = nand2_1
synth_stat.cells = 935
yosys-top-cells-count = 83 x nand2_1, 75 x nor2_1, 62 x ha_1
synth_top_area_share_pct = 11.4
ys_ff = 17
ys_types = 114
ys_seq_share_pct = 6.06
area_leaders = ha_1 11%, dfrtp_1 5.2%, nand2_1 4.6%
synth_area_leader_cell = ha_1
avgSynthCellArea_um2 = 7.25
synth_cells = 935

[global_routing]
grt_pass1_wl_mm = 32.4
globalRouteTotalUtil_pct = 16.5
grt.overflow.total = 0
grt_max_degree = 30
antenna_found_initial = 0
grt_pass1_vias = 6560

[run]
maxCapViolCount = 0
log.warning_count = 60

[outcome]
status = finished, final reports clean

[min_path]
hold_class = reg2reg
per-stage QoR:
| step | area, um2 | setup WS (ns) | setup TNS, ns |
|---|---|---|---|
| detailed placement | 7210 | 0.378 | 0 |
| floorplan | 6780 | 2.14 | 0 |
| global route | 7710 | -0.000139 | -0.000139 |
| finish | 7710 | 0.961 | 0 |
| CTS | 7380 | 0.0776 | 0 |
| global placement | 7210 | 0.507 | 0 |
registers in the layout, indices dropped and copies added (netlist names):
register           flops
dcnt.count            14
tbctrl.tube_11bit      3
cell usage in the layout (no fill, tap or decap), drive strengths merged, types with 9 or more instances in the layout:
cell | Yosys | final
or2 | 10 | 10
dfrtp | 14 | 14
a21oi | 51 | 51
nand2 | 83 | 83
a31oi | 28 | 28
nand3 | 39 | 39
xor2 | 13 | 13
a21o | 9 | 9
o2111ai | 11 | 11
buf | 23 | 35
or3 | 13 | 13
o31ai | 13 | 13
nor4 | 13 | 13
a211o | 9 | 9
o21a | 13 | 13
ha | 62 | 62
and3 | 13 | 13
mux2i | 19 | 19
nor2 | 80 | 80
o21ai | 63 | 63
o211ai | 31 | 31
clkdlybuf4s50 | 0 | 12
a211oi | 16 | 16
inv | 46 | 45
nor3 | 25 | 25
nand4 | 15 | 15
xnor2 | 25 | 25
and2 | 9 | 9
worst max-delay path: cells and delay by family (launching register included):
kind                       cells  cell delay (ns)
xor gates and xnor gates       2             0.48
buffers and inverters          5             1.00
adders and majority gates      6             1.75
and+or+nand+nor               20             4.60
muxes                          2             0.39
AOI/OAI and AO/OA             23             5.19
DFF                            1             0.50
worst paths after layout:
| path | start | depth (start not counted) | end | slack [ns] |
|---|---|---|---|---|
| setup / recovery | dcnt.count[10]$_DFF_PN0_ | 58 | tube_11bit[0] | 0.96 |
| setup reg to reg | dcnt.count[8]$_DFF_PN0_ | 5 | dcnt.count[9]$_DFF_PN0_ | 16.90 |
| max in group clk1 | dcnt.count[8]$_DFF_PN0_ | 5 | dcnt.count[9]$_DFF_PN0_ | 16.90 |
| hold reg to reg | tbctrl.tube_11bit[8]$_DFF_P_ | 1 | tbctrl.tube_11bit[8]$_DFF_P_ | 0.47 |
| hold / removal | tbctrl.tube_11bit[8]$_DFF_P_ | 1 | tbctrl.tube_11bit[8]$_DFF_P_ | 0.47 |
| min in group asynchronous | rst | 2 | dcnt.count[6]$_DFF_PN0_ | 3.94 |
| max in group asynchronous | rst | 2 | dcnt.count[11]$_DFF_PN0_ | 14.67 |
| min in group clk1 | dcnt.count[0]$_DFF_PN0_ | 1 | dcnt.count[0]$_DFF_PN0_ | 0.62 |
layer usage:
layer / part of all wire, % / global-route usage, % / up-vias / routed length [um]
li1: - / - / 3654 / -
met1: 48 / 24.7 / 3415 / 9520
met2: 44 / 26.2 / 267 / 8730
met3: 5.4 / 0.840 / 38 / 1060
met4: 2.3 / 3.94 / 0 / 461
met5: 0 / 0 / - / 0
what timing repair did:
item | 4_1_cts | 5_1_grt
endpoints found under the setup margin | 0 | 7
resized | 0 | 48
setup buffers | 0 | 10
hold endpoints to repair | 0 | 0
power by group:
part           total [mW]  internal, mW  leakage, nW  switching [mW]
Sequential         0.0364        0.0364        0.207               0
Clock              0.0766        0.0598       0.0823          0.0169
Combinational     0.00960       0.00349         2.77         0.00611
area by class of cell:
class / instances / area share, %
multi-input cells: 826 / 80.6
flip-flops and latches: 17 / 5.36
repair buffers: 47 / 4.97
well taps: 280 / 4.54
inverters: 47 / 2.37
clock buffers: 8 / 2.17
logic make-up after synthesis:
family          after synthesis  share of synthesized area, %
flops                        17                          6.06
simple gates                351                          27.4
xor+xnor                     39                          5.58
compound gates              341                          38.4
buf+inv                      92                          5.87
mux                          27                          4.19
fa+ha+maj                    68                          12.5
Power is estimated from default activity; no workload was simulated.
